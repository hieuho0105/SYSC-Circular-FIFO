[config.mk]
export PLATFORM = sky130hd
export DESIGN_NAME = sync_fifo
export DESIGN_NICKNAME = sync_fifo
export VERILOG_FILES = /design/flow/design.v
export SDC_FILE = /design/flow/constraint.sdc
export NUM_CORES = 4
export LEC_CHECK = 1
export CORE_UTILIZATION = 40
[run.sh]
#!/bin/bash
# OpenROAD 26Q1-2900-gdf79404cd8, Yosys 0.63+post, stock flow scripts
make -C /OpenROAD-flow-scripts/flow DESIGN_CONFIG=/design/flow/config.mk WORK_HOME=/design/flow/orfs finish
[design.v]
module sync_fifo (
					clk,	 
					reset,
					wr_en,		 
					rd_en,		 
					input_data,
					empty,
					full,
					output_data
);
parameter DEPTH = 16;			 
parameter WIDTH = 8;			 
parameter POINTER_WIDTH = 4;	 
input clk;
input reset;
input wr_en;
input rd_en;
input [WIDTH-1:0] input_data;
output empty;
output full;
output [WIDTH-1:0] output_data;
reg [POINTER_WIDTH:0] wr_ptr;	 
reg [POINTER_WIDTH:0] rd_ptr;	 
reg empty;
reg full;
reg [WIDTH-1:0] output_data;
reg [WIDTH-1:0] static_mem [DEPTH-1:0];  
wire [POINTER_WIDTH-1:0] wr_ptr_int;
wire [POINTER_WIDTH-1:0] rd_ptr_int;
wire [POINTER_WIDTH:0] wr_rd;
wire put_e;
wire get_e;
assign wr_rd = wr_ptr - rd_ptr;
assign put_e = (wr_en && full == 1'b0);
assign get_e = (rd_en && empty == 1'b0);
assign wr_ptr_int = wr_ptr[POINTER_WIDTH-1:0];
assign rd_ptr_int = rd_ptr[POINTER_WIDTH-1:0];
always @ (posedge clk)
	begin
		if (!reset)
			begin
				wr_ptr <= 3'b000;
				rd_ptr <= 3'b000;
			end 
		else
			begin
				if (put_e)
					begin
						static_mem [wr_ptr_int] <= input_data;
						wr_ptr <= wr_ptr + 3'b001;
					end
				if (get_e)
					begin
						rd_ptr <= rd_ptr + 3'b001;
					end
			end
	end
always @ (rd_ptr_int)
	begin
		output_data <= static_mem [rd_ptr_int - 3'b001];
	end
always @ (posedge clk) 
	begin
		if (!reset)
			begin
				full <= 1'b0;
				empty <= 1'b0;				
			end
		else
			begin
				full <= (wr_rd == 4'b1000);
				empty <= (wr_rd == 4'b0000);
			end
	end
endmodule
[constraint.sdc]
current_design sync_fifo

set clk_period 3.9
set clk_io_pct 0.2

create_clock -name clk0 -period $clk_period [get_ports {clk}]

set non_clock_inputs [all_inputs -no_clocks]
set_input_delay [expr $clk_period * $clk_io_pct] -clock clk0 $non_clock_inputs
set_output_delay [expr $clk_period * $clk_io_pct] -clock clk0 [all_outputs]
==> CHANGELOG.md <==
## Flow update

* Post-CTS Resized at 0
* DRT Pass-1 Iters at 4
* Cycle use final at 0.935
* Area overhead of the layout relative to synthesis at 18.2%
* Beginning of the worst register-to-register path: rd_ptr[0]
* Maximum clock path buffer count at 2
* Flop and latch count out of synthesis at ~140
* Fraction of layout instances using a drive strength above 1 at 0.182
* Width of the die at 123 um
* Initial antenna violation count at 0
* Critical path capture point type: primary output
* Hold Violations, Final at 0
* Met3 capacity usage during global routing at 0.0977
* GR met1 Demand/Resource at 0.265
* Relative slew margins at 0.498
* Total of warnings raised by yosys at 1
* Average routed wire per standard cell at 19.0 um
* HPWL after DPL at 7130 um
* Status: finished clean
* Setup fix buffers added after clock tree synthesis at 0
* Global-route track usage on met2 at 0.267
* Synthesized area per cell at 15.6 um^2
* Number of cells produced by synthesis at ~370
* Tmin final at 3650 ps
* Critical Path RT at between 3000 and 4000 ps
* Maximum fanout encountered on the critical timing path at 11
* WP data arrival at around 2900 ps
* Count of warning messages emitted by the tools at 29
* Clk sink count at between 100 and 150
* Via count of the first global-routing pass at approximately 3300
* Worst Reg-to-Reg Cells at 6
* Static Leak at about 2.4 nW
* Number of cell rows at 43
* Most instantiated logic cells after routing: edfxtp_1, nand2_1, nand3_1, clkdlybuf4s50_1, buf_4
* Clock buffers created by TritonCTS at 17
* Max-slew violation count at 0
* Setup repair after global routing missed its margin: false
* Global Route Usage Sum at 0.182
* Count of input and output buffers at 21
* Via density per instance at 5.22
* FP Util at 0.415
* Die Size at approximately 0.015 mm^2
* Layout fillers at between 1000 and 1500
* Weighted congestion reported at the end of routability-driven placement at around 0.81
* Count of vias placed by the detailed router at 3177
* Most instantiated logic cell after routing: edfxtp_1
* Start point of the critical path: rd_ptr[1]
* Wire length reported by the detailed router at between 10000 and 15000 um
* Die Height at 123 um
* Clock root buffer: clkbuf_16
* Most Used Layer, Global Route: met2
* Switching power as a share of total power at 0.257
* Largest net degree at the start of global routing at just over 40
* Psw at 1.03 mW
* Worst vdd ir at 0.318 mV
* Combinational group share of total power at 0.198
* Post-layout power at roughly 4 mW
* Worst clock skew on the final layout at between 8 and 9 ps
* TritonCTS clock tree: done
* Power per Cell Area at a little under 600 mW/mm^2
* Total grt overflow at 0
* Cell Area, Synth at roughly 0.0058 mm^2
* Clk latency late pin at approximately 420 ps
* Antenna Nets Post-Route at 0
* IO Pins at 22
* Finish-stage setup viols at 0
* Hold bufs inserted after CTS at 0
* Clock-pin slew on the worst setup and hold paths at approximately 60 ps
* Internal power at approximately 3.0 mW
* Number of distinct library cell variants in the gate-level netlist after synthesis at 38
* Area figure in the yosys stat output at ~0.0058 mm^2
* Core box area at ~0.014 mm^2
* Max Fclk at 0.274 GHz
* H-tree levels at 4
* Hold/Removal Path Class: reg -> reg
* Worst setup path endpoint: output_data[2]
* Wire length of the first global-routing pass at about 18000 um
* Share of synthesized area occupied by flip-flops and latches at 0.702
* Reg2reg end: full
* Antenna Cells at 0
* Remaining design rule violation count at 0
* Fraction of power consumed by sequential logic at 0.415
* Clock network fraction of total power at 0.387
* # Max-Cap Violations at 0
* Worst R2R Setup Slack at between 1500 and 2000 ps
* Actual slew at the worst max-slew pin at approximately 750 ps
* Violation tally from detailed-route iteration zero at 158
* Accumulated negative setup slack at 0 ps
* Startpoint type of the worst setup path: register
* # Cells Yosys at ~370
* Crit Path Category: reg -> out
-- power by group through the flow --
stage         clock network (mW)  logic [mW]  registers, mW
finish                      1.56       0.797           1.67
global route                1.65       0.886           1.67
CTS                         1.58       0.815           1.67
-- synth_stat cells (all sizes together) --
cell | instances | area, um^2
dfxtp | 12 | 240
a221oi | 8 | 70.1
nand2 | 60 | 225
nand4 | 5 | 31.3
inv | 7 | 26.3
o21ai | 2 | 10.0
edfxtp | 128 | 3840
a32o | 8 | 87.6
nand2b | 3 | 18.8
a21o | 1 | 7.51
a21oi | 2 | 10.0
xnor2 | 11 | 104
nand3 | 21 | 105
or3 | 1 | 6.26
and2 | 8 | 51.3
xor2 | 2 | 36.3
mux4 | 16 | 360
nor2b | 6 | 37.5
clkdlybuf4s18 | 1 | 10.0
buf | 7 | 65.1
a21boi | 2 | 15.0
a2111oi | 1 | 8.76
nor2 | 18 | 67.6
mux2i | 16 | 160
clkbuf | 10 | 61.3
a31oi | 1 | 6.26
nor3 | 5 | 30.0
ha | 10 | 125
-- cells by family (layout without fill, tap and decap cells) --
kind of cell,count (synthesis),count (layout),share of synthesized area
adder cells (fa/ha/maj),10,10,0.0215
AND-OR/OR-AND,25,25,0.0370
buffers and inverters,25,82,0.0279
AND/OR/NAND/NOR,127,127,0.0985
XOR/XNOR,13,13,0.0241
multiplexers,32,32,0.0894
flip-flops,140,140,0.702
-- state kept, by name, summed over array words and instances, names as in the netlist --
| name | count |
|---|---|
| static_mem | 128 |
| rd_ptr | 5 |
| wr_ptr | 5 |
| empty | 1 |
| full | 1 |
-- critical path, cell delays in order (launching register included) --
cell             delay [ps]
dfxtp_1                 380
inv_1                   100
ha_1                    520
buf_4                   290
mux4_2                  330
nand2_1                  80
nand2_1                 100
a32o_2                  240
clkdlybuf4s50_1         400
-- worst min-delay path by stage --
| stage | startpoint | end | slack (ps) | cells past startpoint |
|---|---|---|---|---|
| global route | wr_ptr[4] | wr_ptr[4] | 540 | 2 |
| CTS | wr_ptr[4] | wr_ptr[4] | 510 | 2 |
| finish | wr_ptr[4] | wr_ptr[4] | 510 | 2 |
-- layer usage --
layer  wire, um  vias up
met5          0        -
met4        163        0
met3       1310       12
met2       5140      120
met1       4940     1544
li1           -     1501
-- layout make-up --
| class | instances | area, um^2 | share of cell area |
|---|---|---|---|
| timing repair buffer | 43 | 388 | 0.0564 |
| inverter | 7 | 26.3 | 0.00382 |
| sequential | 140 | 4080 | 0.594 |
| clock buffer | 18 | 429 | 0.0624 |
| multi-input combinational | 207 | 1580 | 0.230 |
| clock inverter | 14 | 144 | 0.0209 |
| tap | 180 | 225 | 0.0327 |
-- stage by stage --
| step | setup slack (ps) | utilization | std cells | area [um^2] | hold slack (ps) |
|---|---|---|---|---|---|
| 2_1_floorplan | 1000 | - | 372 | 5820 | 477 |
| 3_3_place_gp | 681 | 0.449 | 577 | 6300 | 496 |
| 3_5_place_dp | 650 | 0.449 | 577 | 6300 | 504 |
| 4_1_cts | 201 | 0.490 | 609 | 6880 | 515 |
| 5_1_grt | 31.6 | 0.490 | 609 | 6880 | 540 |
| 6_report | 252 | 0.490 | 609 | 6880 | 509 |
Power figures rest on the tool's default switching activity, not on a simulated workload.
