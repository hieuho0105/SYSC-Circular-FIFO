**flow/design.v**
```verilog
module FIFO(clk, rst, wr_en, rd_en, buf_in, buf_out, buf_full, buf_empty, fifo_counter);
  input clk, rst, wr_en, rd_en;
  input [7:0] buf_in;
  output [7:0] buf_out;
  output buf_full, buf_empty;
  output [7:0] fifo_counter;
  reg [7:0] buf_out;
  reg buf_full, buf_empty;
  reg [7:0] buf_mem[63:0];
  reg [3:0] wr_ptr, rd_ptr;
  reg [7:0] fifo_counter;
  always @(fifo_counter) begin
    buf_empty = (fifo_counter == 0);
    buf_full = (fifo_counter == 64);
  end
  always @(posedge clk or posedge rst)
    if (rst)
      fifo_counter <= 0;
    else if ((!buf_full && wr_en) && (!buf_empty && rd_en))
      fifo_counter <= fifo_counter;
    else if (!buf_full && wr_en)
      fifo_counter <= fifo_counter + 1;
    else if (!buf_empty && rd_en)
      fifo_counter <= fifo_counter - 1;
    else
      fifo_counter <= fifo_counter;
  always @(posedge clk or posedge rst)
    if (rst)
      buf_mem[0] <= 0;
    else if (!buf_full && wr_en)
      buf_mem[wr_ptr] <= buf_in;
    else
      buf_mem[wr_ptr] <= buf_mem[wr_ptr];
  always @(posedge clk or posedge rst)
    if (rst)
      wr_ptr <= 0;
    else if (!buf_full && wr_en)
      wr_ptr <= wr_ptr + 1;
    else
      wr_ptr <= wr_ptr;
  always @(posedge clk or posedge rst)
    if (rst)
      buf_out <= 0;
    else if (!buf_empty && rd_en)
      buf_out <= buf_mem[rd_ptr];
    else
      buf_out <= buf_out;
  always @(posedge clk or posedge rst)
    if (rst)
      rd_ptr <= 0;
    else if (!buf_empty && rd_en)
      rd_ptr <= rd_ptr + 1;
    else
      rd_ptr <= rd_ptr;
endmodule
```
**flow/constraint.sdc**
```tcl
current_design FIFO

set clk_period 5.2
set clk_io_pct 0.2

create_clock -name clk0 -period $clk_period [get_ports {clk}]

set non_clock_inputs [all_inputs -no_clocks]
set_input_delay [expr $clk_period * $clk_io_pct] -clock clk0 $non_clock_inputs
set_output_delay [expr $clk_period * $clk_io_pct] -clock clk0 [all_outputs]
```
**flow/config.mk**
```make
export PLATFORM = sky130hd
export DESIGN_NAME = FIFO
export DESIGN_NICKNAME = FIFO
export VERILOG_FILES = /design/flow/design.v
export SDC_FILE = /design/flow/constraint.sdc
export NUM_CORES = 4
export LEC_CHECK = 1
export CORE_UTILIZATION = 40
export SYNTH_HDL_FRONTEND = slang
```
**flow/run.sh**
```bash
#!/bin/bash
# OpenROAD 26Q1-2900-gdf79404cd8, Yosys 0.63+post, stock flow scripts
make -C /OpenROAD-flow-scripts/flow DESIGN_CONFIG=/design/flow/config.mk WORK_HOME=/design/flow/orfs finish
```
==> results.yml <==
# physical design summary
clock_tree:
  insertion_delay_ns: 0.42
  h-tree-depth: 4
  cts.reportedPaths.clkPinSlew_ns: 0.06
  post_cts_buffers: 0
  clock-sinks: 152
  cts_tree: "yes"
  root_buffer: "clkbuf_16"
  clock_path_buffers: 2
  postCtsResizedCells: 0
  cts_hold_buf: 0
  cts-buffers-inserted: 17
detailed_routing:
  num_vias: 5108
  antennaDiodeCount: 0
  wl_um: 20100
  first_pass_iters: 4
  ant_nets: 0
  via_per_inst: 5.66
  drtIter0Drc: 245
  drc: 0
  post_drt_wl_per_cell_um: 22.3
critical_path:
  worst_ep_required_time_ns: 4.16
  critPathTopFamily: "simple AND/OR/NAND/NOR gates"
  cp_cell_sequence: "or4_1 -> nor2_1 -> clkdlybuf4s50_1"
  path_buffers: 1
  crit_path_end_kind: "output pin"
  path_class: "reg2out"
  r2r_cells: 9
  start_kind: "flip-flop"
  path_max_fanout: 6
  critPathMaxStageDelay_ns: 0.65
  crit_cells: 3
  arrival_ns: 2.16
  cp_slowest_cell: "or4_1"
synthesis:
  numSynthFlops: 152
  flop_cell: "edfxtp_1"
  netlist_instances: 597
  yosysSeqAreaShare_pct: 55.6
  ys_cells: 597
  ys_types: 43
  syn_area_mm2: 0.00793
  ys_area_mm2: 0.00793
  ys_warn_count: 0
  async_flop_share_pct: 21.1
  synth_area_per_cell_um2: 13.3
  edf_count: 120
final_timing:
  final_max_slew_viol_count: 0
  fin_crit_ns: 3.20
  fmax_ghz: 0.313
  finalSetupViolations: 0
  worst_slack_ns: 2.00
  rsz0062_at_grt: "false"
  skew_ns: 0.00821
  worst_slew_margin_rel_pct: 38.1
  finalSetupTns_ns: 0
  post-route-period-util_pct: 61.4
  hold_viol_final: 0
  worst_slew_pin_slew_ns: 0.928
floorplan:
  die-height_um: 143
  fp.coreArea_mm2: 0.0195
  rows: 51
  fp_util_pct: 40.7
  io_pins: 30
  dieArea_mm2: 0.0204
  die_x_um: 143
worst_hold_path:
  hold_path_class: "reg2reg"
  holdPathStages: 2
place:
  hpwl_um: 13600
  dp_slack_ns: 1.74
  portBuffers: 29
  gp_congestion: 0.945
finish:
  final-seq-area_mm2: 0.00441
  fillerInstances: 1634
  final_cell_mix: "nor2_1, edfxtp_1, mux4_2"
  combGateArea_mm2: 0.00332
  layout_top_cell_excl_fill_tap: "nor2_1"
  drive_gt1_share_pct: 21.2
  area_delta_synth_final_pct: 15.3
global_route:
  grt_pass1_vias: 5403
  grt_max_degree: 39
  antenna_found_initial: 0
  track_usage_pct: 22.7
  grt-ovfl-total: 0
  grt_pass1_wl_um: 31100
run:
  cap_viol_max_count: 0
  openroad.warnings: 28
power_and_ir_drop:
  power.leakage_nw: 3.24
  irDropWorstVdd_mv: 0.245
  total_power_mw: 5.45
  power_density_mw_per_mm2: 597
run_status:
  status: "finished clean"
flip-flops by register name, summed over array words and instances (netlist names):
register	cells
buf_mem	128
buf_out	8
fifo_counter	8
rd_ptr	4
wr_ptr	4
worst paths after layout:
path                                    to  slack [ns]             from
max in group asynchronous        rd_ptr[0]        3.28              rst
min                             buf_out[5]        0.50       buf_out[5]
min reg2reg                     buf_out[5]        0.50       buf_out[5]
max reg2reg                fifo_counter[5]        2.08  fifo_counter[0]
min in group asynchronous        wr_ptr[3]        1.55              rst
max                              buf_empty        2.00  fifo_counter[0]
tightest hold or removal path, stage by stage (launching register included):
cell	delay (ns)
dfrtp_1	0.34
nand2_1	0.06
o221ai_1	0.07
through the flow:
| stage | util, % | instances | cell area, um2 | hold WS [ns] |
|---|---|---|---|---|
| after floorplan | - | 597 | 7930 | 0.432 |
| after global placement | 43.7 | 870 | 8510 | 0.478 |
| after detailed placement | 43.7 | 870 | 8510 | 0.489 |
| after CTS | 47.0 | 902 | 9140 | 0.507 |
| after global routing | 47.0 | 902 | 9140 | 0.529 |
| final | 47.0 | 902 | 9140 | 0.504 |
synth_stat cells, types with 2 or more instances:
master / n / area (um2)
mux4_2: 64 / 1440
mux2i_1: 17 / 170
nand3_1: 5 / 25.0
inv_1: 4 / 15.0
o22ai_1: 8 / 50.1
buf_1: 4 / 15.0
a21oi_1: 5 / 25.0
mux2_2: 7 / 78.8
nor3_1: 2 / 10.0
clkbuf_1: 12 / 45.0
or4_1: 2 / 15.0
o21a_1: 2 / 15.0
xor2_1: 5 / 43.8
nand2b_1: 2 / 12.5
o221ai_2: 8 / 120
ha_1: 11 / 138
xnor2_1: 8 / 70.1
o21ai_0: 17 / 85.1
buf_2: 23 / 115
nor2_1: 166 / 623
o221ai_1: 8 / 70.1
nand2_1: 44 / 165
edfxtp_1: 120 / 3600
dfrtp_1: 32 / 801
nor2b_1: 3 / 18.8
per-layer routing:
layer / global-route usage (%) / vias up / part of all wire (%)
met3: 12.1 / 27 / 12
li1: - / 2297 / -
met1: 28.8 / 2503 / 37
met5: 0 / - / 0
met2: 34.9 / 281 / 48
met4: 6.73 / 0 / 3.0
cell type report:
type	count	share of cell area [%]
clock buffers	19	4.74
clock inverters	13	2.12
inverters	5	0.205
multi-input cells	399	36.3
flip-flops and latches	152	48.2
well taps	265	3.63
repair buffers	49	4.82
where the power goes:
part,switching [mW],internal (mW)
Clock,0.497,0.810
Combinational,1.27,1.05
Sequential,0.237,1.59
Total,2.00,3.45
logic make-up after synthesis:
family	share of synthesized area, %
buffers and inverters	2.60
XOR/XNOR	1.44
flip-flops	55.6
AND/OR/NAND/NOR	11.7
multiplexers	21.3
adder cells (fa/ha/maj)	1.99
AND-OR/OR-AND	5.35
Power and IR drop assume default switching activity.
