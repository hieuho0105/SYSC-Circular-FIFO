--- flow/design.v ---
module fifo_core (
    clk,                     
    reset,
    wr_en,                   
    rd_en,                   
    input_data,
    output_data,
    full,
    empty,
    count                    
);
parameter DEPTH = 16;            
parameter WIDTH = 8;             
parameter POINTER_WIDTH = 4;     
input clk;
input reset;
input wr_en;
input rd_en;
input [WIDTH-1:0] input_data;
output reg [WIDTH-1:0] output_data;
output reg full;
output reg empty;
output reg [POINTER_WIDTH:0] count;
reg [WIDTH-1:0] static_mem [DEPTH-1:0];     
reg [POINTER_WIDTH-1:0] wr_ptr;             
reg [POINTER_WIDTH-1:0] rd_ptr;             
reg [POINTER_WIDTH:0] fifo_count;           
always @ (*) begin
    if (reset) begin
        full <= 1'b0;
        empty <= 1'b1;				
    end
    else begin
        full <= (fifo_count == DEPTH);
        empty <= (fifo_count == 0);
    end
end
always @(posedge clk or posedge reset) begin
    if (reset) begin
        wr_ptr <= 0;
        full <= 0;
    end else if (wr_en && !full) begin
        static_mem[wr_ptr] <= input_data;
        wr_ptr <= (wr_ptr + 1) % DEPTH;      
        if (fifo_count == DEPTH - 1)
            full <= 1;
        else
            full <= 0;
    end
end
always @(posedge clk or posedge reset) begin
    if (reset) begin
        rd_ptr <= 0;
        output_data <= 0;
        empty <= 1;
    end else if (rd_en && !empty) begin
        output_data <= static_mem[rd_ptr];
        rd_ptr <= (rd_ptr + 1) % DEPTH;      
        if (fifo_count == 1)
            empty <= 1;
        else
            empty <= 0;
    end
end
always @(posedge clk or posedge reset) begin
    if (reset)
        fifo_count <= 0;
    else if (wr_en && !full && rd_en && !empty)
        fifo_count <= fifo_count;   
    else if (wr_en && !full)
        fifo_count <= fifo_count + 1;   
    else if (rd_en && !empty)
        fifo_count <= fifo_count - 1;   
end
always @(*) begin
    count = fifo_count;
end
endmodule
module fifo_csr (
    clk,
    reset,
    avalon_address,             
    avalon_write,               
    avalon_read,                
    avalon_writedata,           
    avalon_readdata,            
    full,                       
    empty,                      
    count,                      
    wr_en,                      
    rd_en,                      
    fifo_input_data,            
    fifo_output_data            
);
parameter WIDTH = 8;
parameter POINTER_WIDTH = 4;
parameter STATUS_REG_ADDR = 2'b00;          
parameter FIFO_READ_ADDR = 2'b01;           
parameter FIFO_WRITE_ADDR = 2'b10;          
parameter CONTROL_REG_ADDR = 2'b11;         
input clk;
input reset;
input [1:0] avalon_address;
input avalon_write;
input avalon_read;
input [WIDTH-1:0] avalon_writedata;
output reg [WIDTH-1:0] avalon_readdata;
input full;
input empty;
input [POINTER_WIDTH:0] count;
output reg wr_en;
output reg rd_en;
output reg [WIDTH-1:0] fifo_input_data;
input [WIDTH-1:0] fifo_output_data;
reg [WIDTH-1:0] control_reg;                
reg [WIDTH-1:0] status;                     
always @(posedge clk or posedge reset) begin
    if (reset) begin
        wr_en <= 0;
        rd_en <= 0;
        status <= 0;
        control_reg <= 0;
        avalon_readdata <= 0;
        fifo_input_data <= 0;
    end else begin
        if (avalon_write) begin
            if (avalon_address == FIFO_WRITE_ADDR && !full) begin
                wr_en <= 1;
                fifo_input_data <= avalon_writedata;   
            end else if (avalon_address == CONTROL_REG_ADDR) begin
                control_reg <= avalon_writedata;       
            end else begin
                wr_en <= 0;
            end
        end
        if (avalon_read) begin
            case (avalon_address)
                STATUS_REG_ADDR: begin
                    avalon_readdata <= {4'b0, full, empty, count};
                end
                FIFO_READ_ADDR: begin
                    if (!empty) begin
                        rd_en <= 1;
                        avalon_readdata <= fifo_output_data;  
                    end else begin
                        rd_en <= 0;
                    end
                end
                CONTROL_REG_ADDR: begin
                    avalon_readdata <= control_reg;     
                end
                default: begin
                    rd_en <= 0;
                    wr_en <= 0;
                end
            endcase
        end else begin
            rd_en <= 0;
            wr_en <= 0;
        end
        status[0] <= empty;   
        status[1] <= full;    
    end
end
endmodule
module fifo_wrapper (
    clk,
    reset,
    avalon_address,             
    avalon_write,               
    avalon_read,                
    avalon_writedata,           
    avalon_readdata,            
    avalon_status               
);
parameter WIDTH = 8;
parameter DEPTH = 16;
parameter POINTER_WIDTH = 4;
input clk;
input reset;
input [1:0] avalon_address;
input avalon_write;
input avalon_read;
input [WIDTH-1:0] avalon_writedata;
output [WIDTH-1:0] avalon_readdata;
output [1:0] avalon_status;
wire wr_en, rd_en;
wire full, empty;
wire [WIDTH-1:0] fifo_output_data;
wire [POINTER_WIDTH:0] count;               
wire [WIDTH-1:0] fifo_input_data;
fifo_csr #(
    .WIDTH(WIDTH),
    .POINTER_WIDTH(POINTER_WIDTH)
) csr_inst (
    .clk(clk),
    .reset(reset),
    .avalon_address(avalon_address),
    .avalon_write(avalon_write),
    .avalon_read(avalon_read),
    .avalon_writedata(avalon_writedata),
    .avalon_readdata(avalon_readdata),
    .full(full),
    .empty(empty),
    .wr_en(wr_en),
    .rd_en(rd_en),
    .fifo_input_data(fifo_input_data),
    .fifo_output_data(fifo_output_data),
    .count(count)                           
);
fifo_core #(
    .DEPTH(DEPTH),
    .WIDTH(WIDTH),
    .POINTER_WIDTH(POINTER_WIDTH)
) core_inst (
    .clk(clk),
    .reset(reset),
    .wr_en(wr_en),
    .rd_en(rd_en),
    .input_data(fifo_input_data),
    .output_data(fifo_output_data),
    .full(full),
    .empty(empty),
    .count(count)                          
);
assign avalon_status = {full, empty};
endmodule
--- flow/run.sh ---
#!/bin/bash
# OpenROAD 26Q1-2900-gdf79404cd8, Yosys 0.63+post, stock flow scripts
make -C /OpenROAD-flow-scripts/flow DESIGN_CONFIG=/design/flow/config.mk WORK_HOME=/design/flow/orfs finish
--- flow/constraint.sdc ---
current_design fifo_wrapper

set clk_period 6.0
set clk_io_pct 0.2

create_clock -name clk0 -period $clk_period [get_ports {clk}]

set non_clock_inputs [all_inputs -no_clocks]
set_input_delay [expr $clk_period * $clk_io_pct] -clock clk0 $non_clock_inputs
set_output_delay [expr $clk_period * $clk_io_pct] -clock clk0 [all_outputs]
--- flow/config.mk ---
export PLATFORM = sky130hd
export DESIGN_NAME = fifo_wrapper
export DESIGN_NICKNAME = fifo_wrapper
export VERILOG_FILES = /design/flow/design.v
export SDC_FILE = /design/flow/constraint.sdc
export NUM_CORES = 4
export LEC_CHECK = 1
export CORE_UTILIZATION = 40
==> flow_summary.toml <==
# generated from flow reports
[status]
tool.error = "ERROR: Found 2 problems in 'check -assert'."
outcome = "stopped before the end"
stop_stage = "1_2_yosys"

[logic_synthesis]
ys_area_um2 = 7345
ys_cells = 514
synth-main-ff-cell = "edfxtp_1"
synth_async_sr_flop_share = 0.2768
ys_seq_elements = 177
netlist-cell-type-count = 63
edf_count = 128
yosysSeqAreaShare = 0.6905
yosysWarnings = 3
Yosys cell counts (2+ instances only):
| cell | instances | area (µm²) |
|---|---|---|
| a211oi_1 | 3 | 22.52 |
| a21oi_1 | 27 | 135.1 |
| a221oi_1 | 10 | 87.58 |
| a222oi_1 | 6 | 60.06 |
| a22o_1 | 8 | 70.07 |
| a22oi_1 | 15 | 112.6 |
| a311oi_1 | 6 | 52.55 |
| a31oi_1 | 7 | 43.79 |
| and3_1 | 4 | 25.02 |
| buf_1 | 5 | 18.77 |
| buf_2 | 9 | 45.04 |
| buf_4 | 3 | 22.52 |
| buf_6 | 2 | 22.52 |
| clkbuf_1 | 11 | 41.29 |
| dfrtp_1 | 48 | 1201 |
| edfxtp_1 | 128 | 3844 |
| ha_1 | 17 | 212.7 |
| inv_1 | 16 | 60.06 |
| mux2_2 | 17 | 191.4 |
| mux2i_1 | 11 | 110.1 |
| nand2_1 | 37 | 138.9 |
| nand2_2 | 2 | 12.51 |
| nand2b_1 | 6 | 37.54 |
| nand3_1 | 9 | 45.04 |
| nand4_1 | 2 | 12.51 |
| nor2_1 | 25 | 93.84 |
| nor3_1 | 6 | 30.03 |
| o211ai_1 | 4 | 30.03 |
| o21ai_0 | 18 | 90.09 |
| o22ai_1 | 10 | 62.56 |
| o2bb2ai_1 | 2 | 17.52 |
| or3_1 | 2 | 12.51 |
| xnor2_1 | 8 | 70.07 |
cell families after synthesis:
logic type      synth area share
simple gates             0.06627
buf+inv                  0.02913
compound gates            0.1334
fa+ha+maj                0.02896
mux                      0.04106
flops                     0.6905
xor+xnor                 0.01073
